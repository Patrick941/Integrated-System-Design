==> design.v <==
module FSM (
    input clk,
    input reset,
    input [2:0] current_state,
    input [3:0] btn,
    output reg [2:0] next_state,
    output reg entered,
    output reg exited
);
    wire a, b;
    debouncer #(.threshold(1)) u_debouncer_a (
        .clk(clk),
        .reset(reset),
        .button(btn[0]),
        .button_db(a)
    );
    debouncer #(.threshold(1)) u_debouncer_b (
        .clk(clk),
        .reset(reset),
        .button(btn[1]),
        .button_db(b)
    );
    always @(posedge clk or posedge reset) begin
        if (reset) begin
            next_state = 3'b000;
            entered = 0;
            exited = 0;
        end else begin
            next_state = current_state;
            entered = 0;
            exited = 0;
            case (current_state)
                3'b000: begin
                    if (a && !b)
                        next_state = 3'b001;
                    else if (!a && b)
                        next_state = 3'b011;
                end
                3'b001: begin
                    if (!a && !b)
                        next_state = 3'b000;
                    else if (!a && b)
                        next_state = 3'b010;
                end
                3'b010: begin
                    if (!a && !b) begin
                        next_state = 3'b000;
                        entered = 1;
                    end else if (a && !b)
                        next_state = 3'b001;
                end
                3'b011: begin
                    if (!a && !b)
                        next_state = 3'b000;
                    else if (a && b)
                        next_state = 3'b100;
                    else if (a && !b)
                        next_state = 3'b100;
                end
                3'b100: begin
                    if (!a && !b) begin
                        next_state = 3'b000;
                        exited = 1;
                    end else if (!a && b)
                        next_state = 3'b011;
                    else if (a && b)
                        next_state = 3'b011;
                end
            endcase
        end
    end
endmodule
module counter (
    input clk,
    input reset,
    input [3:0] btn,
    output [3:0] count,
    output [2:0] debug_state
);
    reg [2:0] current_state;
    wire [2:0] next_state;
    wire entered;
    wire exited;
    reg [3:0] count_reg;
    FSM u_fsm (
        .clk(clk),
        .reset(reset),
        .current_state(current_state),
        .btn(btn),
        .next_state(next_state),
        .entered(entered),
        .exited(exited)
    );
    always @(posedge clk or posedge reset) begin
        if (reset) begin
            count_reg <= 4'b0;
            current_state <= 3'b000;
        end else begin
            current_state <= next_state;
            if (entered && current_state == 3'b010) begin
                count_reg <= count_reg + 1;
            end
            if (exited && current_state == 3'b100) begin
                count_reg <= count_reg - 1;
            end
        end
    end
    assign count = count_reg;
    assign debug_state = current_state;
endmodule
`timescale 1ns / 1ps
module debouncer #(parameter threshold = 100000 ) 
  (input      clk,  
   input      reset,
   input      button,  
   output reg button_db  
);
  reg button_ff1   = 0;  
  reg button_ff2   = 0;  
  reg [20:0] count = 0;  
  always @(posedge clk or posedge reset) begin 
    if (reset) begin 
      button_ff1 <= 1'b0;
      button_ff2 <= 1'b0; 
    end else begin 
      button_ff1 <= button;
      button_ff2 <= button_ff1; 
    end
  end
  always @(posedge clk) begin 
    if (button_ff2) begin  
      if (~&count) begin 
        count <= count+1;
      end 
    end else begin 
      if (|count) begin 
        count <= count-1;  
      end 
    end 
    if (count > threshold && button) begin 
      button_db <= 1;  
      count <= threshold + 1;  
    end else begin 
      button_db <= 0;  
    end
  end
endmodule
module top (
    input sysclk,
    input [3:0] btn,
    output [3:0] led
);
    wire [3:0] count;
    wire [2:0] debug_state;
    wire clk;
    counter u_counter (
        .clk(clk),
        .reset(reset),
        .btn(btn),
        .count(count),
        .debug_state(debug_state)
    );
    assign reset = btn[3];
    assign led = count;
    assign clk = sysclk;
endmodule
==> run.sh <==
#!/bin/bash
# OpenROAD 26Q1-2900-gdf79404cd8, Yosys 0.63+post, stock flow scripts
make -C /OpenROAD-flow-scripts/flow DESIGN_CONFIG=/design/flow/config.mk WORK_HOME=/design/flow/orfs finish
==> config.mk <==
export PLATFORM = sky130hd
export DESIGN_NAME = top
export DESIGN_NICKNAME = top
export VERILOG_FILES = /design/flow/design.v
export SDC_FILE = /design/flow/constraint.sdc
export NUM_CORES = 4
export LEC_CHECK = 1
export CORE_UTILIZATION = 30
==> constraint.sdc <==
current_design top

set clk_period 4.7
set clk_io_pct 0.2

create_clock -name clk0 -period $clk_period [get_ports {sysclk}]

set non_clock_inputs [all_inputs -no_clocks]
set_input_delay [expr $clk_period * $clk_io_pct] -clock clk0 $non_clock_inputs
set_output_delay [expr $clk_period * $clk_io_pct] -clock clk0 [all_outputs]
==> impl_metrics.yaml <==
# physical design summary
cells_and_area:
  layout_top_cells: "48 x nor2_1, 44 x dfxtp_1, 34 x nand2_1"
  lay_top_count: "nor2_1"
  syn2layout_area_growth_pct: 13.5
  layout.area.comb_um2: 2030
  drive_above_1_share_pct: 5.84
  ff_latch_area_um2: 1280
  nFillCells: 1108
yosys:
  yosysWarningCount: 4
  synth_cell_types: 52
  flop_cell: "dfxtp_1"
  yosysChipArea_um2: 3430
  syn_area_per_cell_um2: 8.15
  edf_count: 0
  ys_seq_share_pct: 37.3
  ys_cells: 421
  synth_cells: 421
  async_reset_ff_share_pct: 26.7
  syn_area_um2: 3430
  synth_flops: 60
setup_path:
  cp_top_family: "simple AND/OR/NAND/NOR gates"
  reg2reg_slack_ps: 2060
  required_ps: 4890
  critPathLaunch: "u_counter.u_fsm.u_debouncer_b.button_ff2$_DFF_PP0_"
  max_stage_delay_ps: 660
  crit_cells: 7
  crit_path_max_fanout: 19
  r2r_end: "u_counter.u_fsm.u_debouncer_b.count[3]$_SDFFE_PP0P_"
  startpoint_type: "flip-flop"
  cp.arrival_ps: 2830
  reg2reg_from: "u_counter.u_fsm.u_debouncer_b.button_ff2$_DFF_PP0_"
  critPathCapture: "u_counter.u_fsm.u_debouncer_b.count[3]$_SDFFE_PP0P_"
  r2r.worst_path.cells: 7
  crit_chain: "nand2_1 -> or4_1 -> o32ai_2 -> buf_4 -> nand2b_1 -> xor2_1 -> nor2_1"
  slowest_stage: "dfrtp_1"
  crit_type: "flip-flop to flip-flop"
  worst_setup_path_end_kind: "flip-flop"
  worstPathBufferInverterCount: 1
die:
  io_pins: 9
  die_area_um2: 11900
  die_x_um: 109
  fp_util_pct: 31.2
  core_um2: 11000
  fp.dieH_um: 109
  num_rows: 38
placed_design:
  dpl.hpwl_mm: 4.74
  place_congestion: 0.855
  io_buffers: 7
grt:
  grt.overflow.total: 0
  antenna_found_initial: 0
  grt_max_degree: 23
  grt_pass1_vias: 2657
  use_met3_pct: 2.68
  grt_use_total_pct: 13.3
  top_usage_layer: "met2"
  grt_first_pass_wirelength_mm: 12.6
  use_met2_pct: 20.4
  use_met1_pct: 20.1
sta:
  whs_ps: 342
  fin_tns_setup_ps: 0
  setup_violations: 0
  hold_viol_final: 0
  period_used_pct: 56.2
  worst_clock_skew_ps: 10.1
  fmax_mhz: 379
  slew_viol_final: 0
  slew_headroom_pct: 44.7
  fin_crit_ps: 2640
  rsz0062_at_grt: "false"
  tightest_slew_ps: 830
pwr:
  ir_drop_mv: 0.196
  p_leak_nw: 1.45
  p_per_area_nw_per_um2: 667
  switching_share_pct: 42.0
  pwr-share-clk_pct: 22.7
  p_switching_mw: 1.09
  seq_power_share_pct: 37.7
  combPwrFrac_pct: 39.5
  p_int_mw: 1.51
job:
  drv_cap: 0
  tool_warnings: 32
route:
  vias: 2991
  detail_route.drc_violations: 0
  ant_nets: 0
  diodes: 0
  first_pass_iters: 5
  drt_wl_total_mm: 7.05
  drt-vias-per-instance: 5.27
  wire_per_inst_um: 12.4
  drt_iter0_drc: 156
cts:
  insertion_delay_ps: 330
  cts_made_buffers: 9
  hold_buffers: 0
  cts_resized: 0
  cts_tree: "yes"
  postCtsSetupBuffers: 0
  clk_pin_slew_ps: 60
  clockBufferDepth: 2
  htreeDepth: 3
  cts_sinks: 60
  root_buffer: "clkbuf_16"
outcome:
  status: "complete, no violations"
worst_hold_path:
  hp-class: "flip-flop to flip-flop"
## per-layer routing
layer / share of wire [%] / vias up / routed length (µm)
met3: 4.3 / 2 / 301
li1: - / 1524 / -
met5: 0 / - / 0
met4: 0.57 / 0 / 40
met2: 44 / 56 / 3130
met1: 51 / 1409 / 3580
## area by class of cell
| cell class | instances | share of cell area (%) |
|---|---|---|
| Inverter | 13 | 1.25 |
| Tap cell | 140 | 4.50 |
| Timing Repair Buffer | 10 | 2.38 |
| Clock inverter | 6 | 1.06 |
| Sequential cell | 60 | 32.9 |
| Multi-Input combinational cell | 329 | 52.0 |
| Clock buffer | 10 | 5.88 |
## stage by stage
step / total power [mW] / util, % / cell area [µm²] / instances / worst slack, ps
floorplan: 1.76 / - / 3430 / 421 / 2630
global placement: 1.99 / 33.0 / 3620 / 552 / 2060
detailed placement: 2.00 / 33.0 / 3620 / 552 / 2050
CTS: 2.61 / 35.5 / 3890 / 568 / 2040
global route: 2.83 / 35.5 / 3890 / 568 / 1810
finish: 2.60 / 35.5 / 3890 / 568 / 2060
## worst reg2reg max path, stage by stage (launching register included)
cell and delay, ps:
dfrtp_1 660, nand2_1 280, or4_1 540, o32ai_2 350, buf_4 340, nand2b_1 150
xor2_1 140, nor2_1 50
## worst min-delay path by stage
| stage | end | startpoint | slack [ps] | cells after the start |
|---|---|---|---|---|
| CTS | u_counter.u_fsm.u_debouncer_b.button_ff2$_DFF_PP0_ | u_counter.u_fsm.u_debouncer_b.button_ff1$_DFF_PP0_ | 340 | 0 |
| finish | u_counter.current_state[0]$_DFF_PP0_ | u_counter.u_fsm.next_state[0]$_DFF_PP0_ | 340 | 0 |
| global route | u_counter.current_state[0]$_DFF_PP0_ | u_counter.u_fsm.next_state[0]$_DFF_PP0_ | 350 | 0 |
## power by group through the flow
stage | combinational, mW | clock [mW] | sequential [mW]
finish | 1.03 | 0.591 | 0.981
global route | 1.18 | 0.625 | 1.03
CTS | 1.03 | 0.607 | 0.974
## synthesized netlist by cell type (all sizes together) (10+ instances only)
cell type | number | area share, %
nand3 | 18 | 2.6
dfxtp | 44 | 26
ha | 10 | 3.6
dfrtp | 16 | 12
nor2 | 48 | 5.2
a21oi | 21 | 3.1
nand4 | 12 | 2.4
clkbuf | 13 | 1.4
xnor2 | 14 | 3.6
xor2 | 20 | 5.1
inv | 13 | 1.4
nor3 | 24 | 3.5
nor4 | 13 | 2.6
nand2 | 34 | 3.7
o21ai | 29 | 4.2
or3 | 15 | 2.7
## logic make-up after synthesis
| logic type | synth area share, % |
|---|---|
| AND/OR/NAND/NOR | 30.7 |
| AND-OR/OR-AND | 13.7 |
| flip-flops | 37.3 |
| XOR/XNOR | 8.68 |
| buffers and inverters | 3.86 |
| adder cells (fa/ha/maj) | 4.23 |
| multiplexers | 1.49 |
Power and IR drop assume default switching activity.
